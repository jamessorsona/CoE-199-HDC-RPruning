--- ./config.mk ---
export PLATFORM = sky130hd
export DESIGN_NAME = enc_bundler
export DESIGN_NICKNAME = enc_bundler
export VERILOG_FILES = /design/flow/design.v
export SDC_FILE = /design/flow/constraint.sdc
export NUM_CORES = 4
export LEC_CHECK = 1
export CORE_UTILIZATION = 30
--- ./constraint.sdc ---
current_design enc_bundler

set clk_period 14.5
set clk_io_pct 0.2

create_clock -name clk0 -period $clk_period

set non_clock_inputs [all_inputs -no_clocks]
set_input_delay [expr $clk_period * $clk_io_pct] -clock clk0 $non_clock_inputs
set_output_delay [expr $clk_period * $clk_io_pct] -clock clk0 [all_outputs]
--- ./design.v ---
module enc_bundler(
	input wire 						bundling_features,
    input wire [617-1:0]	bits_to_bundle,
    output wire 					thresholded_bit
    );
    logic [1:0] tree_add_lvl_0	[0:307];
    wire  [2:0] tree_add_lvl_1	[0:153];
    wire  [3:0] tree_add_lvl_2	[0:76];
    wire  [4:0] tree_add_lvl_3	[0:38];
    wire  [5:0] tree_add_lvl_4	[0:18];
    wire  [6:0] tree_add_lvl_5	[0:9];
    wire  [7:0] tree_add_lvl_6	[0:4];
    wire  [8:0] tree_add_lvl_7	[0:1];
    wire  [9:0] tree_add_lvl_8;
    wire  [9:0] accumulated_sum;
	always_comb begin
			for (int i = 0; i < 308; i++ ) begin
			  tree_add_lvl_0[i] = bits_to_bundle[2*i] + bits_to_bundle[(2*i)+1];
			end
	end
    for (genvar i = 0; i < 154; i++ ) begin
      assign tree_add_lvl_1[i] = tree_add_lvl_0[2*i] + tree_add_lvl_0[(2*i)+1];
    end
    for (genvar i = 0; i < 77; i++ ) begin
      assign tree_add_lvl_2[i] = tree_add_lvl_1[2*i] + tree_add_lvl_1[(2*i)+1];
    end
    for (genvar i = 0; i < 38; i++ ) begin
      assign tree_add_lvl_3[i] = tree_add_lvl_2[2*i] + tree_add_lvl_2[(2*i)+1];
    end
    assign tree_add_lvl_3[38] = tree_add_lvl_2[76] + bits_to_bundle[616];
    for (genvar i = 0; i < 19; i++ ) begin
      assign tree_add_lvl_4[i] = tree_add_lvl_3[2*i] + tree_add_lvl_3[(2*i)+1];
    end
    for (genvar i = 0; i < 9; i++ ) begin
      assign tree_add_lvl_5[i] = tree_add_lvl_4[2*i] + tree_add_lvl_4[(2*i)+1];
    end
    assign tree_add_lvl_5[9] = tree_add_lvl_4[18] + tree_add_lvl_3[38];
    for (genvar i = 0; i < 5; i++ ) begin
      assign tree_add_lvl_6[i] = tree_add_lvl_5[2*i] + tree_add_lvl_5[(2*i)+1];
    end
    for (genvar i = 0; i < 2; i++ ) begin
      assign tree_add_lvl_7[i] = tree_add_lvl_6[2*i] + tree_add_lvl_6[(2*i)+1];
    end
    assign tree_add_lvl_8 = tree_add_lvl_7[0] + tree_add_lvl_7[1];
    assign accumulated_sum = tree_add_lvl_8 + tree_add_lvl_6[4]; 
    assign thresholded_bit = (accumulated_sum > ENCODING_BIT_THR) ? 1'b1 : 1'b0;
endmodule  
--- ./run.sh ---
#!/bin/bash
# OpenROAD 26Q1-2900-gdf79404cd8, Yosys 0.63+post, stock flow scripts
make -C /OpenROAD-flow-scripts/flow DESIGN_CONFIG=/design/flow/config.mk WORK_HOME=/design/flow/orfs finish
==> results_tabular.tex <==
% Generated from flow reports
\begin{tabular}{lr}
\hline
Metric & Value \\
\hline
\multicolumn{2}{l}{\textbf{Detailed routing}} \\
\quad Met3 layer wire length in the routed design & 4260 um \\
\quad Routed length on met1 & 17300 um \\
\quad Final wirelength & 48400 um \\
\quad Highest routed metal layer & met5 \\
\quad Avg WL per Cell & 17.0 um \\
\quad Antenna viol nets, final & 0 \\
\quad Remaining design rule violation count & 0 \\
\quad Total met2 wirelength after detailed routing & 26200 um \\
\quad Vias per cell & 3.91 \\
\quad Number of violations reported at the end of detailed-routing iteration 0 & 162 \\
\quad DRT Pass-1 Iters & 4 \\
\quad Via count of the routed design & 11.1k \\
\multicolumn{2}{l}{\textbf{Placed design}} \\
\quad Weighted congestion reported at the end of routability-driven placement & 0.984 \\
\quad Post-DP Area & 0.0234 mm\^{}2 \\
\quad DP Cell Count & 2842 \\
\quad Port Buffers & 618 \\
\quad Final HPWL DP & 49000 um \\
\multicolumn{2}{l}{\textbf{Finish}} \\
\quad Reg area & 0 um\^{}2 \\
\quad Final instance count without filler cells & 2854 \\
\quad Number of sequential cells in the layout & 0 \\
\quad Proportion of layout cells with a drive suffix above 1 & 0.929\% \\
\quad Final instance area & 0.0234 mm\^{}2 \\
\quad Post-synthesis to final-layout area growth & 44.0\% \\
\quad Clk\_buf instances & 0 \\
\quad Layout Utilization & 44.1\% \\
\multicolumn{2}{l}{\textbf{GRT}} \\
\quad GRT Resource Usage Total & 20.3\% \\
\quad Global-route wire length before repair & 77300 um \\
\quad Via count of the first global-routing pass & 14.0k \\
\quad Remaining global-route overflow & 0 \\
\quad Number of antenna violations at the first check in global routing & 17 \\
\quad Largest net degree at the start of global routing & 7 \\
\multicolumn{2}{l}{\textbf{Worst setup path}} \\
\quad Crit-path most repeated cell & fa\_1 \\
\quad Critical path peak fanout & 2 \\
\quad Startpoint type of the worst setup path & primary input \\
\quad Slowest stage delay, CP & 0.57 ns \\
\quad Crit. End Element & output pin \\
\quad Required time of the critical path & 11.60 ns \\
\quad Arrival time at the worst endpoint & 12.11 ns \\
\quad Slowest library cell on the worst path & fa\_1 \\
\quad Worst setup path category & in2out \\
\quad Critical path startpoint & bits\_to\_bundle[119] \\
\multicolumn{2}{l}{\textbf{Timing}} \\
\quad Shortest clock period the worst path allows after layout & 15.01 ns \\
\quad Max transition margin & 81.0\% \\
\quad Highest clock rate & 0.0666 GHz \\
\quad Fin crit share & 103\% \\
\quad Max-slew violation count & 0 \\
\quad Final Hold Viols & 0 \\
\quad Post-route setup slack & -0.507 ns \\
\quad Final-report setup violation count & 1 \\
\quad Transition at the pin with the smallest max-transition slack & 0.284 ns \\
\quad Unrepaired setup endpoints after global routing & yes \\
\multicolumn{2}{l}{\textbf{Min path}} \\
\quad Startpoint of the lowest-slack hold path & bits\_to\_bundle[2] \\
\quad Tightest Hold Check Type & in2out \\
\quad Hold Path Cell Cnt & 7 \\
\quad End of the worst hold path & thresholded\_bit \\
\multicolumn{2}{l}{\textbf{Yosys}} \\
\quad Average footprint of a synthesized cell & 10.6 um\^{}2 \\
\quad Area of the mapped netlist & 0.0163 mm\^{}2 \\
\quad XOR Share, Synth & 0.269\% \\
\quad Yosys adder share & 79.7\% \\
\quad Number of cells in the yosys synthesis report & 1527 \\
\quad Part of the Yosys area used for sequential elements & 0\% \\
\quad Mux share of post-synthesis cell area & 0.0616\% \\
\quad Chip area estimate from yosys synthesis & 0.0163 mm\^{}2 \\
\quad Yosys Warn Count & 4 \\
\quad Share of the synthesized area in the top cell type & 73.7\% \\
\quad Simple Share, Synth & 0.416\% \\
\quad Post-Synth AOI/OAI Area & 0.739\% \\
\quad Area leader, netlist & fa\_1 \\
\quad Comb area leader & adder cells \\
\quad Post-synthesis instance total & 1527 \\
\quad Distinct cells, synth & 20 \\
\quad Post-synth area hogs & fa\_1 74\%, inv\_1 19\%, ha\_1 6.0\%, xnor2\_1 0.22\%, a211oi\_2 0.15\% \\
\multicolumn{2}{l}{\textbf{Die}} \\
\quad Total number of placement rows & 84 \\
\quad Pre-placement core utilization & 30.6\% \\
\quad Die width & 235 um \\
\quad Core footprint & 0.0531 mm\^{}2 \\
\quad Number of placed I/O pins & 619 \\
\quad Die outline height & 235 um \\
\quad Die area & 0.0551 mm\^{}2 \\
\multicolumn{2}{l}{\textbf{Outcome}} \\
\quad Status & finished, violations left \\
\quad Violations in the final reports & setup timing \\
\multicolumn{2}{l}{\textbf{Job}} \\
\quad Maxcap violations & 0 \\
\quad OpenROAD warning count & 35 \\
\multicolumn{2}{l}{\textbf{Clocking}} \\
\quad Post-CTS Repair Setup Buffers & 0 \\
\quad Number of hold buffers added after cts & 0 \\
\hline
\end{tabular}
[metal layers]
metal / up-vias / GRT usage, %
li1: 5151 / -
met1: 5539 / 26.2
met2: 409 / 34.9
met3: 36 / 6.69
met4: 10 / 2.93
met5: - / 0
[worst max-delay path by stage]
stage,to
CTS,thresholded_bit
finish,thresholded_bit
global route,thresholded_bit
[layout by cell type, fill, tap and decap left out, types with 3 or more instances in the layout]
cell type,count
diode_2,12
buf_4,9
nand2_1,3
inv_1,811
o21ai_0,4
fa_2,4
ha_1,78
xnor2_1,4
fa_1,595
clkdlybuf4s50_1,617
a21oi_1,5
nor2_1,6
[metrics by stage]
| stage | hold slack [ns] | setup TNS [ns] | worst slack, ns |
|---|---|---|---|
| 6_report | 6.95 | -0.507 | -0.507 |
| 5_1_grt | 7.04 | -1.01 | -1.01 |
| 4_1_cts | 6.92 | -0.574 | -0.574 |
| 3_5_place_dp | 7.33 | -1.28 | -1.28 |
| 3_3_place_gp | 7.32 | -1.22 | -1.22 |
| 2_1_floorplan | 6.18 | 0 | 0.250 |
[layout make-up]
class                      instances  area, um^2
timing repair buffer             627        6250
antenna                           12        30.0
multi-input combinational        714       13200
inverter                         813        3050
fill                            4976       29700
tap                              688         861
[critical path, delay by kind of cell]
| kind | cells | cell delay, ns |
|---|---|---|
| adders and majority gates | 15 | 7.13 |
| AOI/OAI and AO/OA | 3 | 0.49 |
| and+or+nand+nor | 2 | 0.37 |
| buffers and inverters | 10 | 1.10 |
| muxes | 1 | 0.11 |
[what timing repair did]
action                     CTS  global route
setup endpoints to repair    1             1
gates resized               11             0
pin swaps                   15             4
gates cloned                 0             0
[cell usage after synthesis (2+ instances only)]
cell	n
xnor2_1	4
inv_1	813
a21oi_1	5
nand2_1	3
o21bai_1	2
fa_1	599
nor2_1	6
ha_1	78
a211oi_2	2
o21ai_0	4
nand3_1	2
[logic make-up after synthesis]
logic type               count (synthesis)
adder cells (fa/ha/maj)                677
multiplexers                             1
AND/OR/NAND/NOR                         14
XOR/XNOR                                 5
buffers and inverters                  813
AND-OR/OR-AND                           17
