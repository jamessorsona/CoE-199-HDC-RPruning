[run.sh]
#!/bin/bash
# OpenROAD 26Q1-2900-gdf79404cd8, Yosys 0.63+post, stock flow scripts
make -C /OpenROAD-flow-scripts/flow DESIGN_CONFIG=/design/flow/config.mk WORK_HOME=/design/flow/orfs finish
[config.mk]
export PLATFORM = sky130hd
export DESIGN_NAME = am_tree_adder
export DESIGN_NICKNAME = am_tree_adder
export VERILOG_FILES = /design/flow/design.v
export SDC_FILE = /design/flow/constraint.sdc
export NUM_CORES = 4
export LEC_CHECK = 1
export CORE_AREA = 10 10 476 476
export DIE_AREA = 0 0 486 486
[constraint.sdc]
current_design am_tree_adder

set clk_period 18.3
set clk_io_pct 0.2

create_clock -name clk0 -period $clk_period [get_ports {clk}]

set non_clock_inputs [all_inputs -no_clocks]
set_input_delay [expr $clk_period * $clk_io_pct] -clock clk0 $non_clock_inputs
set_output_delay [expr $clk_period * $clk_io_pct] -clock clk0 [all_outputs]
[design.v]
module am_tree_adder(
    input wire 							clk,
    input wire 							nrst, 
    input wire 							comparing_query_hv_with_class_hv,
    input wire 							inferring_class,
    input wire   [1024-1:0] 	and_array_out,
    output logic [12:0] 				similarity_value      
    );
    wire [1:0] 	tree_add_lvl_0	[500];
    wire [2:0] 	tree_add_lvl_1	[250];
    wire [3:0] 	tree_add_lvl_2	[125];
    wire [4:0] 	tree_add_lvl_3	[62];
    wire [5:0] 	tree_add_lvl_4	[31];
    wire [6:0] 	tree_add_lvl_5	[16];
    wire [7:0] 	tree_add_lvl_6	[8];
    wire [8:0] 	tree_add_lvl_7	[4];
    wire [9:0] 	tree_add_lvl_8	[2];
    wire [10:0] 	partial_sum;
    for (genvar i = 0; i < 500; i++ ) begin
      assign tree_add_lvl_0[i] = (and_array_out[2*i]) + (and_array_out[(2*i)+1]);
    end
    for (genvar i = 0; i < 250; i++ ) begin
      assign tree_add_lvl_1[i] = tree_add_lvl_0[2*i] + tree_add_lvl_0[(2*i)+1];
    end
    for (genvar i = 0; i < 125; i++ ) begin
      assign tree_add_lvl_2[i] = tree_add_lvl_1[2*i] + tree_add_lvl_1[(2*i)+1];
    end
    for (genvar i = 0; i < 62; i++ ) begin
      assign tree_add_lvl_3[i] = tree_add_lvl_2[2*i] + tree_add_lvl_2[(2*i)+1];
    end
    for (genvar i = 0; i < 31; i++ ) begin
      assign tree_add_lvl_4[i] = tree_add_lvl_3[2*i] + tree_add_lvl_3[(2*i)+1];
    end
    for (genvar i = 0; i < 15; i++ ) begin
      assign tree_add_lvl_5[i] = tree_add_lvl_4[2*i] + tree_add_lvl_4[(2*i)+1];
    end
	assign tree_add_lvl_5[15] = tree_add_lvl_4[30] + tree_add_lvl_2[124];
    for (genvar i = 0; i < 8; i++ ) begin
      assign tree_add_lvl_6[i] = tree_add_lvl_5[2*i] + tree_add_lvl_5[(2*i)+1];
    end
    for (genvar i = 0; i < 4; i++ ) begin
      assign tree_add_lvl_7[i] = tree_add_lvl_6[2*i] + tree_add_lvl_6[(2*i)+1];
    end
    for (genvar i = 0; i < 2; i++ ) begin
      assign tree_add_lvl_8[i] = tree_add_lvl_7[2*i] + tree_add_lvl_7[(2*i)+1];
    end
    assign partial_sum = tree_add_lvl_8[0] + tree_add_lvl_8[1];   
    always_ff @(posedge clk or negedge nrst) begin
        if(!nrst) begin
            similarity_value <= '0;
        end
        else if (comparing_query_hv_with_class_hv) begin
            similarity_value <= similarity_value + partial_sum;
        end
        else if (inferring_class) begin
            similarity_value <= similarity_value;        
        end
        else begin
            similarity_value <= '0;                      
        end
    end
endmodule
==> metrics.csv <==
stage,metric,value,unit
critical_path,start_kind,primary input,
timing,clock_skew,0.000839,ns
yosys,top_logic_kind,adder cells,
drt,antenna_left,0,
critical_path,rr_worst_depth,26,
critical_path,cp.required,18.42,ns
critical_path,crit_type,in -> reg,
hold_path,hold_start,similarity_value[0],
drt,drt_iter0_drc,460,
yosys,most_common_cell,inv_1,
yosys,ys_sh_xor,0.402,%
job,tool_warnings,49,
timing,tightest_slew,0.801,ns
clocking,clock-root-buffer,clkbuf_16,
timing,drv_slew,0,
cells_and_area,finish.utilization,19.5,%
timing,setup_violations,0,
yosys,yosys-stat-area,0.0284,mm^2
drt,drt-total-wl,156000,um
timing,period_needed,14.49,ns
global_routing,gr-usage-met1,15.4,%
global_routing,grtUsageTotal,13.6,%
global_routing,antenna_found_initial,127,
yosys,synth.avg_cell_area,10.1,um^2
yosys,synth_warnings,1,
timing,tns,0,ns
clocking,clock-sinks,13,
clocking,hold_buffers,0,
die,dieArea,0.236,mm^2
global_routing,grt_pass1_wl,208000,um
placed_design,port_buffers,1016,
clocking,cts_buffers,3,
clocking,post_cts_buffers,0,
die,num_rows,171,
yosys,async_flop_share,100,%
hold_path,holdPathEnd,similarity_value[0],
yosys,ys_types,30,
critical_path,cpMaxStageDelayCell,fa_1,
cells_and_area,synthToLayoutAreaGrowth,49.0,%
critical_path,r2r_end,similarity_value[8],
die,dieWidth,486,um
cells_and_area,largest_register_ff_count,13,
yosys,synth_area,0.0284,mm^2
critical_path,cpMostUsedCell,fa_1,
critical_path,crit_fanout,2,
cells_and_area,drive_gt1_share,0.235,%
yosys,ys_cells,2804,
yosys,yosysTopAreaCell,fa_1,
critical_path,slowest_delay,0.67,ns
yosys,yosys.area_share.adder,76.3,%
clocking,cts_max_path_buffers,2,
yosys,yosys-top-cells-count,"inv_1, fa_1, ha_1",
drt,vias,20300,
placed_design,placed_cell_area,0.0421,mm^2
critical_path,r2r_slack,8.55,ns
timing,worst_hold_slack,0.534,ns
yosys,seq_area_frac_synth,1.15,%
yosys,ys_top_cells_by_area,"fa_1, inv_1, ha_1",
run_status,status,finished clean,
clocking,cts_resized,0,
drt,routed_via_density,3.03,
yosys,yosys-mux-area-fraction,0,%
critical_path,end_kind,flip-flop,
die,fp-utilization,13.1,%
cells_and_area,largest_registers,similarity_value: 13 flops,
drt,drc,0,
job,max-cap-violations,0,
yosys,numSynthFlops,13,
timing,hold_violations,0,
die,core_region_area,0.217,mm^2
yosys,flop_cell,dfrtp_1,
global_routing,busiest_layer,met2,
placed_design,place.gp.congestion,0.934,
yosys,aoi_share,0.874,%
global_routing,met2_usage,24.2,%
global_routing,grt-ovfl-total,0,
hold_path,hold_path.class,reg -> reg,
global_routing,grt_pass1_vias,24500,
clocking,clkSlewWorstSetupHoldPaths,0.04,ns
hold_path,holdPathStages,2,
yosys,synthCells,2804,
global_routing,grt_max_degree,14,
yosys,synth_top_area_share,69.5,%
placed_design,hpwl,156000,um
critical_path,r2r_start,similarity_value[0],
timing,max_freq,69.0,MHz
clocking,clk_latency,0.24,ns
die,die_h,486,um
cells_and_area,fin_area,0.0423,mm^2
yosys,edf_count,0,
clocking,cts_tree,built,
cells_and_area,top_register,similarity_value,
global_routing,globalRouteMet3Util,6.87,%
timing,relSlewSlack,46.5,%
clocking,htreeDepth,1,
timing,fin_crit_sh,79.2,%
timing,rsz0062_at_grt,no,
drt,dr.pass1.iters,4,
die,ios,1041,
yosys,simple_gate_area_share,0.472,%
drt,routedWlPerCell,23.3,um
critical_path,arrival,14.62,ns
worst max path at each step:
stage | from | end | depth (start not counted)
CTS | and_array_out[779] | similarity_value[8] | 34
global route | and_array_out[779] | similarity_value[8] | 34
finish | and_array_out[779] | similarity_value[8] | 34
layout make-up:
cell class                      count  area (um^2)
Fill cell                       23900       174000
Multi-Input combinational cell   1218        22100
Antenna cell                       38         95.1
Sequential cell                    13          325
Inverter                         1571         5900
Clock buffer                        3         75.1
Clock inverter                      1         5.00
Tap cell                         2854         3570
Timing Repair Buffer             1016        10200
cells in the final DEF (no fill, tap or decap), drive strengths merged:
cell type and count:
inv 1571, o31ai 1, a21boi 1, a21oi 7, xnor2 8, clkbuf 3, o21a 2, diode 38
and2 1, xor2 5, clkinv 1, o2111ai 1, nand2b 2, dfrtp 13, or3 1, nand2 16
a31oi 2, fa 985, o21ai 17, a32o 1, nor2b 3, a311oi 1, clkdlybuf4s50 1016, o22ai 1
and3 2, nand3 2, a21o 3, nor2 2, a221oi 1, ha 153
cells by family (layout without fill, tap and decap cells):
family          Yosys count  count (layout)
buf+inv                1573            2591
compound gates           38              38
xor+xnor                 13              13
other cells               0              38
flops                    13              13
simple gates             29              29
fa+ha+maj              1138            1138
stage by stage:
| stage | std cells | worst slack (ns) |
|---|---|---|
| finish | 6714 | 3.81 |
| global route | 6679 | 3.24 |
| CTS | 6676 | 3.47 |
| detailed placement | 6672 | 3.21 |
| global placement | 6672 | 3.22 |
| floorplan | 2804 | 5.21 |
critical path, delay by kind of cell:
family,cells,cell delay [ns]
AOI/OAI and AO/OA,5,0.79
and+or+nand+nor,1,0.22
buffers and inverters,12,1.34
adders and majority gates,16,8.58
metal layers:
| layer | share of wire, % | vias up |
|---|---|---|
| met2 | 51 | 907 |
| met5 | 0.41 | - |
| met4 | 1.1 | 102 |
| met1 | 36 | 10000 |
| met3 | 12 | 186 |
| li1 | - | 9136 |
