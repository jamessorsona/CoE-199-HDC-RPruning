**./run.sh**
```bash
#!/bin/bash
# OpenROAD 26Q1-2900-gdf79404cd8, Yosys 0.63+post, stock flow scripts
make -C /OpenROAD-flow-scripts/flow DESIGN_CONFIG=/design/flow/config.mk WORK_HOME=/design/flow/orfs finish
```
**./config.mk**
```make
export PLATFORM = sky130hd
export DESIGN_NAME = class_fsm
export DESIGN_NICKNAME = class_fsm
export VERILOG_FILES = /design/flow/design.v
export SDC_FILE = /design/flow/constraint.sdc
export NUM_CORES = 4
export LEC_CHECK = 1
export CORE_AREA = 10 10 70 70
export DIE_AREA = 0 0 80 80
```
**./constraint.sdc**
```tcl
current_design class_fsm

set clk_period 1.0
set clk_io_pct 0.2

create_clock -name clk0 -period $clk_period [get_ports {clk}]

set non_clock_inputs [all_inputs -no_clocks]
set_input_delay [expr $clk_period * $clk_io_pct] -clock clk0 $non_clock_inputs
set_output_delay [expr $clk_period * $clk_io_pct] -clock clk0 [all_outputs]
```
**./design.v**
```verilog
module class_fsm(
    input  wire 			clk,
    input  wire 			nrst,
    input  wire 			en,
    input  wire 			start_class_gen,
    input  wire 			training_dataset_finished,        
	input  wire				start_binarizing,				  
	output logic	[1:0] 	class_ctr,
	output logic 	[1:0] 	bin_ctr,
    output logic	[1:0] 	nonbin_ctr,  
    output logic 			adjusting_nonbin_class_hvs,
    output logic 			binarizing_class_hvs,
    output logic 			class_gen_done
    );    
    typedef enum logic [1:0]	{S_IDLE, S_TRAIN_NONBIN, S_CLASS_DONE} STATE_N;		 
    STATE_N state_n;  
	typedef enum logic 			{S_INACTIVE, S_BINARIZE} STATE_B;					 
	STATE_B state_b;
    always_ff @(posedge clk or negedge nrst) begin
        if (!nrst) begin
            state_n <= S_IDLE;
        end
        else begin
	        case(state_n) 
	            S_IDLE:
	                if (start_class_gen && en) begin        
	                    state_n <= S_TRAIN_NONBIN;           
	                end
					else if (training_dataset_finished) begin
						state_n <= S_CLASS_DONE; 
					end
	                else begin
	                    state_n <= S_IDLE;
	                end           
	            S_TRAIN_NONBIN: 
	                if(nonbin_ctr == SEQ_CYCLE_COUNT-1) begin   
	                    state_n <= S_IDLE;
	                end 
	                else begin
	                    state_n <= S_TRAIN_NONBIN;
	                end                                           
	            default: state_n <= S_IDLE; 
	        endcase
        end 
    end 
    always_comb begin
        case(state_n)           
            S_TRAIN_NONBIN	: 	{adjusting_nonbin_class_hvs, class_gen_done} = {1'b1, 1'b0};
			S_CLASS_DONE	:   {adjusting_nonbin_class_hvs, class_gen_done} = {1'b0, 1'b1};
            default			:   {adjusting_nonbin_class_hvs, class_gen_done} = {1'b0, 1'b0};
        endcase
    end
    always_ff @(posedge clk or negedge nrst) begin
        if (!nrst) begin
            state_b <= S_INACTIVE;
        end
        else begin
	        case(state_b) 
	            S_INACTIVE:
	                if (start_binarizing && en) begin        
	                    state_b <= S_BINARIZE;           
	                end
	                else begin
	                    state_b <= S_INACTIVE;
	                end                            
	            default: 
					if (bin_ctr == SEQ_CYCLE_COUNT-1) begin         
	                    state_b <= S_INACTIVE;
	                end 
	                else begin
	                    state_b <= S_BINARIZE;
	                end                            
	        endcase
        end 
    end 
    always_comb begin
        case(state_b)   
 			S_BINARIZE:     binarizing_class_hvs = 1'b1;           
            default:        binarizing_class_hvs = 1'b0;
        endcase
    end
    always_ff @(posedge clk or negedge nrst) begin
        if (!nrst) begin
           nonbin_ctr <= '0;
        end      
        else if(state_n == S_TRAIN_NONBIN) begin 
            if (nonbin_ctr < SEQ_CYCLE_COUNT-1) begin
                nonbin_ctr <= nonbin_ctr + 1;                
            end 
            else begin
                nonbin_ctr <= '0;                            
            end
        end
        else begin
            nonbin_ctr <= '0;
        end    
    end  
    always_ff @(posedge clk or negedge nrst) begin
        if (!nrst) begin
           bin_ctr <= '0;
        end      
        else if(state_b == S_BINARIZE) begin 
            if (bin_ctr < SEQ_CYCLE_COUNT-1) begin
                bin_ctr <= bin_ctr + 1;                   
            end 
            else begin
                bin_ctr <= '0;                            
            end
        end
        else begin
            bin_ctr <= '0;
        end    
    end  
    always_ff @(posedge clk or negedge nrst) begin
        if (!nrst) begin
           class_ctr <= '0;
        end      
        else if((state_n == S_TRAIN_NONBIN) || (state_b == S_BINARIZE)) begin 
            if (class_ctr < SEQ_CYCLE_COUNT-1) begin
                class_ctr <= class_ctr + 1;                   
            end 
            else begin
                class_ctr <= '0;                             
            end
        end
        else begin
            class_ctr <= '0;
        end    
    end  
endmodule
```
==> out/qor.log <==
INFO  run_status     run_status=complete, no violations
INFO  synthesis      top_area_cell=dfrtp_1
INFO  worst_setup_path cp_slowest_stage_delay=0.39ns
INFO  worst_setup_path cp_slowest_cell=dfrtp_1
INFO  clock_tree     clockRootBuffer=clkbuf_4
INFO  drt            dr_total_vias=289
INFO  clock_tree     clockBufferDepth=2
INFO  worst_setup_path r2r-end=state_n[2]
INFO  place          gp_routability_congestion=0.706
INFO  die            core_util_floorplan=10.7%
INFO  synthesis      synth_top_flop_cell=dfrtp_1
INFO  min_path       min-delay-path-class=in2async
INFO  cells_and_area area_growth=74.6%
INFO  die            ioPinCount=15
INFO  timing         final_period_minus_worst_setup_slack=0.969ns
INFO  global_route   first_global_vias=316
INFO  global_route   grt.overflow.total=0
INFO  clock_tree     cts.sinks=10
INFO  synthesis      async_reset_ff_share=100%
INFO  global_route   grt_start_max_net_pins=7
INFO  die            row_count=21
INFO  worst_setup_path critical_path.startpoint_type=register
INFO  synthesis      yosys_reported_design_area_after_synthesis=364um^2
INFO  drt            avgViaCountPerCell=2.81
INFO  timing         worst-slew-pin-transition=0.224ns
INFO  worst_setup_path crit_fanout=4
INFO  drt            diodes_inserted=0
INFO  pwr            switchingPower=0.000240W
INFO  timing         final-hold-violation-count=0
INFO  drt            detail_route.wirelength=896um
INFO  global_route   grt_antenna_before_repair=0
INFO  timing         setup_violations=0
INFO  drt            drt.antenna.violating_nets=0
INFO  pwr            p_int=0.000833W
INFO  synthesis      avgSynthCellArea=13.0um^2
INFO  synthesis      post_synth_num_cell_types=15
INFO  clock_tree     cts_made_buffers=3
INFO  worst_setup_path setup.worst_path.start=state_n[2]
INFO  die            core_footprint=3420um^2
INFO  pwr            switching_fraction_of_total_power=22.4%
INFO  place          place.detailed.hpwl=725um
INFO  worst_setup_path critPathRequiredTime=1.15ns
INFO  die            die.size.x=80um
INFO  timing         clock_skew=0.00817ns
INFO  pwr            power.combinational.fraction=28.2%
INFO  synthesis      synth-cells-yosys=28
INFO  clock_tree     worst_setup_hold_path_clk_slew=0.06ns
INFO  timing         timing.hold.ws=0.153ns
INFO  pwr            pwr_density_cell=1690nW/um^2
INFO  worst_setup_path critPathArrivalTime=1.12ns
INFO  run            cap_violations=0
INFO  pwr            clock_share_of_power=25.8%
INFO  clock_tree     ctsHtreeMaxLevel=1
INFO  synthesis      synth-edff-count=0
INFO  drt            drtIter0Drc=4
INFO  place          dp_worst_setup_slack=-0.103ns
INFO  cells_and_area layout-drive-gt1-share=52.6%
INFO  die            die-height=80um
INFO  worst_setup_path reg2reg_setup_slack=0.03ns
INFO  worst_setup_path setup.worst_path.class=reg2reg
INFO  run            log.warning_count=26
INFO  global_route   grt_pass1_wl=1500um
INFO  place          buffer_ports.inserted=14
INFO  worst_setup_path crit_path_cell_trace=buf_4 > buf_4 > a31o_2
INFO  synthesis      flops_out_of_synthesis=10
INFO  cells_and_area instances_no_fill=103
INFO  clock_tree     clock_insertion_delay_worst_skew=0.26ns
INFO  die            chipArea=6400um^2
INFO  pwr            max-vdd-ir-drop=0.000450V
INFO  synthesis      postSynthCellCount=28
INFO  drt            wl_per_cell=8.70um
INFO  pwr            seq_power_share=46.0%
INFO  place          numPlacedInstances=95
INFO  synthesis      synth_seq_share=69.1%
INFO  global_route   groute.usage.overall=2.99%
INFO  worst_setup_path worst_r2r_path_depth=3
INFO  worst_setup_path critical-path-top-cell-by-count=buf_4
INFO  drt            drcViolationCount=0
INFO  worst_setup_path rr_startpoint=state_n[2]
INFO  timing         unrepaired_setup_endpoints_after_global_routing=true
INFO  clock_tree     tritoncts=yes
INFO  drt            drt_pre_antenna_iters=3
INFO  timing         timing.final.max_slew_violations=0
INFO  timing         max_clock_freq=1030MHz
INFO  timing         final.setup.worst_slack=0.0314ns
INFO  synthesis      ys_top_cells_by_area=dfrtp_1 (62%), dfstp_2 (7.2%), xor2_1 (4.8%), and2_1 (3.4%), nor2_1 (3.1%)
INFO  pwr            p_leak=0.320nW
INFO  synthesis      synth_warnings=3
INFO  timing         timing.final.crit_share=96.9%
INFO  timing         slew-limit-headroom=85.0%
INFO  synthesis      synth_area=364um^2
INFO  worst_setup_path worst_setup_path_end_kind=register
INFO  synthesis      top_area_share=61.9%
## cell usage after synthesis, types with 2 or more instances
cell type,instances
dfrtp_1,9
nor2_1,3
and2_1,2
clkbuf_1,2
xor2_1,2
## registers in the layout (all words and copies together), names as in the netlist
register,cells
class_ctr,2
nonbin_ctr,2
bin_ctr,2
state_b,1
state_n,3
## power by group through the flow
stage	combinational, W	clock [W]	sequential [W]
after CTS	0.000309	0.000293	0.000495
after global routing	0.000337	0.000318	0.000503
final	0.000303	0.000277	0.000494
## metal layers
metal	up-vias	GRT usage, %	wire length [um]
met2	14	3.85	318
met3	2	2.84	166
li1	147	-	-
met5	-	0	0
met1	126	3.61	403
met4	0	0.352	7
## how the worst max path moves through the flow
stage | to | slack [ns] | cells past startpoint
global route | class_gen_done | -0.01 | 1
CTS | adjusting_nonbin_class_hvs | 0.03 | 1
finish | state_n[2] | 0.03 | 3
## cell type report
cell class	instances	area, um^2
Sequential cell	10	251
Fill cell	390	2780
Tap cell	46	57.6
Inverter	1	3.75
Clock buffer	4	26.3
Multi-Input combinational cell	15	104
Timing Repair Buffer	27	193
## metrics by stage
stage	utilization, %	area [um^2]	TNS, ns	total power, W
2_1_floorplan	-	364	0	0.000580
3_3_place_gp	18.2	622	-0.192	0.000820
3_5_place_dp	18.2	622	-0.245	0.000823
4_1_cts	18.5	633	0	0.00110
5_1_grt	18.6	636	-0.0104	0.00116
6_report	18.6	636	0	0.00107
## kinds of logic after synthesis
logic type / count (synthesis) / synth area share (%)
xor gates and xnor gates: 3 / 7.22
AOI/OAI and AO/OA: 3 / 7.22
and+or+nand+nor: 9 / 13.4
buffers and inverters: 3 / 3.09
DFF: 10 / 69.1
## timing repair
action,in CTS,in global routing
setup buffers,4,0
gates resized,27,1
hold endpoints to repair,0,0
hold buffers,0,0
setup endpoints to repair,9,3
pin swaps,0,0
## critical path, delay by kind of cell, from the launching register on
kind	cells	cell delay, ns
AOI/OAI and AO/OA	1	0.21
buffers and inverters	2	0.26
DFF	1	0.39
## layout by cell type (no fill, tap or decap)
cell,n
buf_4,13
a31o_2,1
a21o_2,1
and2_1,2
inv_1,1
nor2_1,2
buf_2,9
clkdlybuf4s50_1,5
clkbuf_4,3
xnor2_1,1
a31o_1,1
clkbuf_1,1
and2b_1,1
xor2_1,2
nor2b_1,1
and3_2,1
dfstp_2,1
nor2_2,1
dfrtp_1,9
nand2_1,1
Power and IR drop assume default switching activity.
